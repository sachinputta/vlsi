==> flow/design.v <==
module black_dot(gl,gr,al,gout);
input gl,al,gr;
output gout;
assign gout=gl | al&gr ;
endmodule
module white_dot(gl,gr,al,ar,gout,aout);
input gl,al,gr,ar;
output gout,aout;
assign gout=gl | al&gr ;
assign aout= al&ar ;
endmodule
module prefix_adder(x,y,cin,cout,sum);
input [31:0]x,y;
input cin;
output [31:0]sum;
output cout;
wire [31:0]c,g,p,a;
wire [100:0]G;
wire [100:0]A;
assign p= x^y;
assign g= x&y;
assign a= x|y;
black_dot l11(g[0],cin,a[0],G[0]);
white_dot l12(g[2],g[1],a[2],a[1],G[1],A[1]);
white_dot l13(g[4],g[3],a[4],a[3],G[2],A[2]);
white_dot l14(g[6],g[5],a[6],a[5],G[3],A[3]);
white_dot l15(g[8],g[7],a[8],a[7],G[4],A[4]);
white_dot l16(g[10],g[9],a[10],a[9],G[5],A[5]);
white_dot l17(g[12],g[11],a[12],a[11],G[6],A[6]);
white_dot l18(g[14],g[13],a[14],a[13],G[7],A[7]);
white_dot l19(g[16],g[15],a[16],a[15],G[8],A[8]);
white_dot l110(g[18],g[17],a[18],a[17],G[9],A[9]);
white_dot l111(g[20],g[19],a[20],a[19],G[10],A[10]);
white_dot l112(g[22],g[21],a[22],a[21],G[11],A[11]);
white_dot l113(g[24],g[23],a[24],a[23],G[12],A[12]);
white_dot l114(g[26],g[25],a[26],a[25],G[13],A[13]);
white_dot l115(g[28],g[27],a[28],a[27],G[14],A[14]);
white_dot l116(g[30],g[31],a[30],a[31],G[15],A[15]);
black_dot l21(g[1],G[0],a[1],G[16]);
black_dot l22(G[1],G[0],A[1],G[17]);
white_dot l23(g[5],G[2],a[5],A[2],G[18],A[18]);
white_dot l24(G[3],G[2],A[3],A[2],G[19],A[19]);
white_dot l25(g[9],G[4],a[9],A[4],G[20],A[20]);
white_dot l26(G[5],G[4],A[5],A[4],G[21],A[21]);
white_dot l27(g[13],G[6],a[13],A[6],G[22],A[22]);
white_dot l28(G[7],G[6],A[7],A[6],G[23],A[23]);
white_dot l29(g[17],G[8],a[17],A[8],G[24],A[24]);
white_dot l210(G[9],G[8],A[9],A[8],G[25],A[25]);
white_dot l211(g[21],G[10],a[21],A[10],G[26],A[26]);
white_dot l212(G[11],G[10],A[11],A[10],G[27],A[27]);
white_dot l213(g[25],G[12],a[25],A[12],G[28],A[28]);
white_dot l214(G[13],G[12],A[13],A[12],G[29],A[29]);
white_dot l215(g[29],G[14],a[29],A[14],G[30],A[30]);
white_dot l216(G[15],G[14],A[15],A[14],G[31],A[31]);
black_dot l31(g[3],G[17],a[3],G[32]);
black_dot l32(G[2],G[17],A[2],G[33]);
black_dot l33(G[18],G[17],A[18],G[34]);
black_dot l34(G[19],G[17],A[19],G[35]);
white_dot l35(g[11],G[21],a[11],A[21],G[36],A[36]);
white_dot l36(G[6],G[21],A[6],A[21],G[37],A[37]);
white_dot l37(G[22],G[21],A[22],A[21],G[38],A[38]);
white_dot l38(G[23],G[21],A[23],A[21],G[39],A[39]);
white_dot l39(g[19],G[25],a[19],A[25],G[40],A[40]);
white_dot l310(G[10],G[25],A[10],A[25],G[41],A[41]);
white_dot l311(G[26],G[25],A[26],A[25],G[42],A[42]);
white_dot l312(G[27],G[25],A[27],A[25],G[43],A[43]);
white_dot l313(g[25],G[29],a[25],A[29],G[44],A[44]);
white_dot l314(G[14],G[29],A[14],A[29],G[45],A[45]);
white_dot l315(G[30],G[29],A[30],A[29],G[46],A[46]);
white_dot l316(G[31],G[29],A[31],A[29],G[47],A[47]);
black_dot l41(g[7],G[35],a[7],G[48]);   
black_dot l42(G[4],G[35],A[4],G[49]);
black_dot l43(G[20],G[35],A[20],G[50]);
black_dot l44(G[21],G[35],A[21],G[51]);
black_dot l45(G[36],G[35],A[36],G[52]);
black_dot l46(G[37],G[35],A[37],G[53]);
black_dot l47(G[38],G[35],A[38],G[54]);
black_dot l48(G[39],G[35],A[39],G[55]);
white_dot l49(g[23],G[43],a[23],A[43],G[56],A[56]);
white_dot l410(G[12],G[43],A[15],A[43],G[57],A[57]);
white_dot l411(G[28],G[43],A[28],A[43],G[58],A[58]);
white_dot l412(G[29],G[43],A[29],A[43],G[59],A[59]);
white_dot l413(G[44],G[43],A[44],A[43],G[60],A[60]);
white_dot l414(G[45],G[43],A[45],A[43],G[61],A[61]);
white_dot l415(G[46],G[43],A[46],A[43],G[62],A[62]);
white_dot l416(G[47],G[43],A[47],A[43],G[63],A[63]);
black_dot l51(g[15],G[55],a[15],G[64]);
black_dot l52(G[8],G[55],A[8],G[65]);
black_dot l53(G[24],G[55],A[24],G[66]);
black_dot l54(G[25],G[55],A[25],G[67]);
black_dot l55(G[40],G[55],A[40],G[68]);
black_dot l56(G[41],G[55],A[41],G[69]);
black_dot l57(G[42],G[55],A[42],G[70]);
black_dot l58(G[43],G[55],A[43],G[71]);
black_dot l59(G[56],G[55],A[56],G[72]);
black_dot l510(G[57],G[55],A[57],G[73]);
black_dot l511(G[58],G[55],A[58],G[74]);
black_dot l512(G[59],G[55],A[59],G[75]);
black_dot l513(G[60],G[55],A[60],G[76]);
black_dot l514(G[61],G[55],A[61],G[77]);
black_dot l515(G[62],G[55],A[62],G[78]);
black_dot l516(G[63],G[55],A[63],G[79]);
black_dot l61(g[31],G[78],a[31],G[80]);
assign sum[0]= p[0]^cin;
assign sum[1]= p[1]^G[0];
assign sum[2]= p[2]^G[16];
assign sum[3]= p[3]^G[17];
assign sum[4]= p[4]^G[32];
assign sum[5]= p[5]^G[33];
assign sum[6]= p[6]^G[34];
assign sum[7]= p[7]^G[35];
assign sum[8]= p[8]^G[48];
assign sum[9]= p[9]^G[49];
assign sum[10]= p[10]^G[50];
assign sum[11]= p[11]^G[51];
assign sum[12]= p[12]^G[52];
assign sum[13]= p[13]^G[53];
assign sum[14]= p[14]^G[54];
assign sum[15]= p[15]^G[55];
assign sum[16]= p[16]^G[64];
assign sum[17]= p[17]^G[65];
assign sum[18]= p[18]^G[66];
assign sum[19]= p[19]^G[67];
assign sum[20]= p[20]^G[68];
assign sum[21]= p[21]^G[69];
assign sum[22]= p[22]^G[70];
assign sum[23]= p[23]^G[71];
assign sum[24]= p[24]^G[72];
assign sum[25]= p[25]^G[73];
assign sum[26]= p[26]^G[74];
assign sum[27]= p[27]^G[75];
assign sum[28]= p[28]^G[76];
assign sum[29]= p[29]^G[77];
assign sum[30]= p[30]^G[78];
assign sum[31]= p[31]^G[79];
assign cout= G[80];
endmodule  
==> flow/run.sh <==
#!/bin/bash
# OpenROAD 26Q1-2900-gdf79404cd8, Yosys 0.63+post, stock flow scripts
make -C /OpenROAD-flow-scripts/flow DESIGN_CONFIG=/design/flow/config.mk WORK_HOME=/design/flow/orfs finish
==> flow/config.mk <==
export PLATFORM = sky130hd
export DESIGN_NAME = prefix_adder
export DESIGN_NICKNAME = prefix_adder
export VERILOG_FILES = /design/flow/design.v
export SDC_FILE = /design/flow/constraint.sdc
export NUM_CORES = 4
export LEC_CHECK = 1
export CORE_AREA = 10 10 93 93
export DIE_AREA = 0 0 103 103
==> flow/constraint.sdc <==
current_design prefix_adder

set clk_period 8.4
set clk_io_pct 0.2

create_clock -name clk0 -period $clk_period

set non_clock_inputs [all_inputs -no_clocks]
set_input_delay [expr $clk_period * $clk_io_pct] -clock clk0 $non_clock_inputs
set_output_delay [expr $clk_period * $clk_io_pct] -clock clk0 [all_outputs]
==> flow_summary.yaml <==
# yosys + openroad results
status:
  status: "completed"
global_routing:
  grt_overflow: 0
  use_met3: 0.0305
  use_met2: 0.157
  grt_max_degree: 5
  met1_usage: 0.110
  grt_pass1_wl_um: 8020
  grt_pass1_vias: 1911
  antenna_found_initial: 0
  top_usage_layer: "met2"
  grt_util_all_layers: 0.0896
sta:
  tightest_slew_ns: 0.445
  fmax_ghz: 0.150
  relSlewSlack: 0.702
  rsz0062_at_grt: "no"
  setup_tns_ns: 0
  min_period_ns: 6.66
  setup_viol: 0
  finalCritPeriodShare: 0.793
  maxSlewViolCount: 0
  hold_violations: 0
worst_setup_path:
  worst_setup_path_end_kind: "output port"
  crit_family: "AND-OR/OR-AND gates"
  path_cells: "clkdlybuf4s50_1 -> inv_1 -> fa_1 -> o21bai_1 -> o2111ai_2 -> o211ai_2 -> a21oi_1 -> nor2_1 -> nor2_1 -> o21ba_2 -> o21bai_1 -> a21oi_1 -> fa_1 -> xnor2_1 -> clkdlybuf4s50_1"
  cp_num_cells: 15
  critPathLaunch: "y[0]"
  start_kind: "input port"
  crit_slowest_cell: "clkdlybuf4s50_1"
  arrival_ns: 4.98
  slowest_delay_ns: 0.48
  path_max_fanout: 3
  critPathKind: "input port to output port"
  required_ns: 6.72
  cp_num_buf_inv: 3
  worstSetupEndpoint: "sum[16]"
final_layout:
  clkbuf_count: 0
  instances_no_fill: 445
  regArea_um2: 0
  drive_gt1_frac: 0.0219
  stdcell_area_um2: 3070
  syn_to_final_growth_pct: 54.4
  final_util: 0.454
  seq_cell_count: 0
yosys:
  common_cells: "inv_1, ha_1, nor2_1, xnor2_1, a21oi_1"
  syn_area_per_cell_um2: 7.44
  ys_warn_count: 0
  yosys-stat-area_um2: 1990
  ys_cells: 267
  top_cells_by_area: "ha_1, inv_1, xnor2_1, fa_1, nor2_1"
  synthesis.area_um2: 1990
  synth_area_leader_cell: "ha_1"
  synth_cell_types: 34
  ys_seq_frac: 0
  top_area_frac: 0.391
  yosys.cell_count.top_type: "inv_1"
  synthCells: 267
cts:
  cts_resized: 0
  postCtsHoldBufs: 0
  post_cts_buffers: 0
drt:
  viasPerCell: 4.20
  drt_first_pass_iters: 4
  routed_wl_um: 4900
  diodes: 0
  vias: 1868
  ant_nets: 0
  drt_iter0_markers: 11
  drcViolationCount: 0
  wl_per_cell_um: 11.0
floorplan:
  dieArea_um2: 10600
  core_um2: 6760
  rows: 30
  fp-utilization: 0.294
  die_w_um: 103
  chipHeight_um: 103
  ios: 98
pwr:
  fin_total_pwr_mw: 0.200
  irDropWorstVdd_uv: 29.4
  p_per_area_nw_per_um2: 65.1
  p_leak_nw: 1.57
run:
  maxCapViolations: 0
  warnings: 67
placement:
  place_inst: 445
  gp_congestion: 0.836
  io_buffer_count: 98
  place_area_um2: 3070
  dp_hpwl_um: 4670
min_path:
  min_path_type: "input port to output port"
[report_power, final]
| group | internal, mW | leakage, nW | switching, mW |
|---|---|---|---|
| registers | 0 | 0 | 0 |
| logic | 0.130 | 1.57 | 0.0698 |
| clock network | 0 | 0 | 0 |
| total | 0.130 | 1.57 | 0.0698 |
[layer usage]
metal | up-vias | share of wire
met4 | 0 | 0
met1 | 782 | 0.44
met3 | 0 | 0.11
li1 | 1030 | -
met2 | 56 | 0.45
met5 | - | 0
[kinds of logic after synthesis]
kind of cell | synth area share
buffers and inverters | 0.157
adders and majority gates | 0.441
and+or+nand+nor | 0.118
AOI/OAI and AO/OA | 0.169
xor gates and xnor gates | 0.115
[layout make-up]
type | count | area (um^2)
fill | 655 | 3690
multi-input combinational | 184 | 1670
timing repair buffer | 98 | 981
inverter | 83 | 312
tap | 80 | 100
[stage by stage]
stage	hold slack [ns]	setup slack, ns
2_1_floorplan	3.47	2.86
3_3_place_gp	4.41	1.74
3_5_place_dp	4.41	1.67
4_1_cts	4.40	1.67
5_1_grt	4.46	1.47
6_report	4.39	1.74
[worst min-delay path, delay by kind of cell]
| family | cells | cell delay, ns |
|---|---|---|
| fa+ha+maj | 1 | 0.15 |
| buf+inv | 4 | 0.87 |
[cell usage in the layout, fill, tap and decap left out, drive strengths merged, types with 5 or more instances in the layout]
master         count
a21oi             15
clkdlybuf4s50     98
fa                 5
ha                62
inv               83
nand2              5
nor2              24
nor3               6
o21bai             9
xnor2             16
xor2              10
[worst min path at each step]
stage,end,depth (start not counted),startpoint,slack (ns)
5_1_grt,sum[0],5,x[0],4.46
6_report,sum[0],5,cin,4.39
4_1_cts,sum[0],5,cin,4.40
Power figures rest on the tool's default switching activity, not on a simulated workload.

===== flow/run.sh =====
#!/bin/bash
# OpenROAD 26Q1-2900-gdf79404cd8, Yosys 0.63+post, stock flow scripts
make -C /OpenROAD-flow-scripts/flow DESIGN_CONFIG=/design/flow/config.mk WORK_HOME=/design/flow/orfs finish

===== flow/config.mk =====
export PLATFORM = sky130hd
export DESIGN_NAME = sr_tcam
export DESIGN_NICKNAME = sr_tcam
export VERILOG_FILES = /design/flow/design.v
export SDC_FILE = /design/flow/constraint.sdc
export NUM_CORES = 4
export LEC_CHECK = 1
export CORE_AREA = 10 10 191 191
export DIE_AREA = 0 0 201 201

===== flow/constraint.sdc =====
current_design sr_tcam

set clk_period 4.0
set clk_io_pct 0.2

create_clock -name clk0 -period $clk_period

set non_clock_inputs [all_inputs -no_clocks]
set_input_delay [expr $clk_period * $clk_io_pct] -clock clk0 $non_clock_inputs
set_output_delay [expr $clk_period * $clk_io_pct] -clock clk0 [all_outputs]

===== flow/design.v =====
module sr_tcam(addr,out);
    input [143:0]addr;
    output [255:0]out;
    wire [255:0]b[0:71];
    sr a1(addr[1:0],b[0]);
    sr a2(addr[3:2],b[1]);
    sr a3(addr[5:4],b[2]);
    sr a4(addr[7:6],b[3]);
    sr a5(addr[9:8],b[4]);
    sr a6(addr[11:10],b[5]);
    sr a7(addr[13:12],b[6]);
    sr a8(addr[15:14],b[7]);
    sr a9(addr[17:16],b[8]);
    sr a10(addr[19:18],b[9]);
    sr a11(addr[21:20],b[10]);
    sr a12(addr[23:22],b[11]);
    sr a13(addr[25:24],b[12]);
    sr a14(addr[27:26],b[13]);
    sr a15(addr[29:28],b[14]);
    sr a16(addr[31:30],b[15]);
    sr a17(addr[33:32],b[16]);
    sr a18(addr[35:34],b[17]);
    sr a19(addr[37:36],b[18]);
    sr a20(addr[39:38],b[19]);
    sr a21(addr[41:40],b[20]);
    sr a22(addr[43:42],b[21]);
    sr a23(addr[45:44],b[22]);
    sr a24(addr[47:46],b[23]);
    sr a25(addr[49:48],b[24]);
    sr a26(addr[51:50],b[25]);
    sr a27(addr[53:52],b[26]);
    sr a28(addr[55:54],b[27]);
    sr a29(addr[57:56],b[28]);
    sr a30(addr[59:58],b[29]);
    sr a31(addr[61:60],b[30]);
    sr a32(addr[63:62],b[31]);
    sr a33(addr[65:64],b[32]);
    sr a34(addr[67:66],b[33]);
    sr a35(addr[69:68],b[34]);
    sr a36(addr[71:70],b[35]);
    sr a37(addr[73:72],b[36]);
    sr a38(addr[75:74],b[37]);
    sr a39(addr[77:76],b[38]);
    sr a40(addr[79:78],b[39]);
    sr a41(addr[81:80],b[40]);
    sr a42(addr[83:82],b[41]);
    sr a43(addr[85:84],b[42]);
    sr a44(addr[87:86],b[43]);
    sr a45(addr[89:88],b[44]);
    sr a46(addr[91:90],b[45]);
    sr a47(addr[93:92],b[46]);
    sr a48(addr[95:94],b[47]);
    sr a49(addr[97:96],b[48]);
    sr a50(addr[99:98],b[49]);
    sr a51(addr[101:100],b[50]);
    sr a52(addr[103:102],b[51]);
    sr a53(addr[105:104],b[52]);
    sr a54(addr[107:106],b[53]);
    sr a55(addr[109:108],b[54]);
    sr a56(addr[111:110],b[55]);
    sr a57(addr[113:112],b[56]);
    sr a58(addr[115:114],b[57]);
    sr a59(addr[117:116],b[58]);
    sr a60(addr[119:118],b[59]);
    sr a61(addr[121:120],b[60]);
    sr a62(addr[123:122],b[61]);
    sr a63(addr[125:124],b[62]);
    sr a64(addr[127:126],b[63]);
    sr a65(addr[129:128],b[64]);
    sr a66(addr[131:130],b[65]);
    sr a67(addr[133:132],b[66]);
    sr a68(addr[135:134],b[67]);
    sr a69(addr[137:136],b[68]);
    sr a70(addr[139:138],b[69]);
    sr a71(addr[141:140],b[70]);
    sr a72(addr[143:142],b[71]);
    assign out= b[0] & b[1] & b[2] & b[3] & b[4] & b[5] & b[6] & b[7] & b[8] & b[9] & b[10] & b[11] & b[12] & b[13] & b[14] & b[15] & b[16] & b[17] & b[18] & b[19] & b[20] & b[21] & b[22] & b[23] & b[24] & b[25] & b[26] & b[27] & b[28] & b[29] & b[30] & b[31] & b[32] & b[33] & b[34] & b[35] & b[36] & b[37] & b[38] & b[39] & b[40] & b[41] & b[42] & b[43] & b[44] & b[45] & b[46] & b[47] & b[48] & b[49] & b[50] & b[51] & b[52] & b[53] & b[54] & b[55] & b[56] & b[57] & b[58] & b[59] & b[60] & b[61] & b[62] & b[63] & b[64] & b[65] & b[66] & b[67] & b[68] & b[69] & b[70] & b[71];
endmodule    
module sr(addr,out);
    input [1:0]addr;
    output [255:0]out;
    wire [255:0]memory[0:3];
    reg [255:0]arr;
    assign memory[0][255:0]=144'd12333333;
    assign memory[1][255:0]=144'd7382917389;
    assign memory[2][255:0]=144'd3480924377;
    assign memory[3][255:0]=144'd7273621678;
    always @ (addr)
    case (addr)
        4'd0 : arr =memory[0];    
        4'd1 : arr =memory[1];    
        4'd2 : arr =memory[2];    
        4'd3 : arr =memory[3];    
    endcase
    assign out=arr;
endmodule    

==> impl_table.tex <==
% Generated from flow reports
\begin{tabular}{lr}
\hline
Metric & Value \\
\hline
\multicolumn{2}{l}{\textbf{Status}} \\
\quad Outcome & finished with violations \\
\quad Violated checks & negative setup slack \\
\multicolumn{2}{l}{\textbf{Floorplanning}} \\
\quad Floorplan core density & 0.3196 \\
\quad Top-level port count & 400 \\
\quad Floorplan row count & $\sim$66 \\
\quad Height of the die & 201 µm \\
\quad Placeable Area & between 30,000 and 40,000 µm² \\
\quad Chip Area & 40,400 µm² \\
\quad Die Width & 201 µm \\
\multicolumn{2}{l}{\textbf{Power and ir drop}} \\
\quad Comb pwr share & 1.000 \\
\quad Internal power summed over all cells & 0.8432 mW \\
\quad Leakage power summed over all cells & 9.194 nW \\
\quad Clock share of power & 0 \\
\quad Switching power & 0.9980 mW \\
\quad Overall power after layout & between 1.5 and 2 mW \\
\quad Switching Share & 0.5420 \\
\quad Power density over cell area & roughly 100 nW/µm² \\
\quad Sequential power share & 0 \\
\quad Peak supply drop & 0.06205 mV \\
\multicolumn{2}{l}{\textbf{Synthesis}} \\
\quad Largest cells by area after synthesis & ha\_1, buf\_4, o22ai\_1 \\
\quad Leading area contributor after synthesis & ha\_1 \\
\quad Mean cell area of the mapped netlist & 8.212 µm² \\
\quad Mapped Cells & 1,263 \\
\quad Total cells reported by yosys after synthesis & between 1,000 and 1,500 \\
\quad Warnings from Yosys & 2 \\
\quad Area share of the largest cell type after synthesis & 0.5200 \\
\quad Cell area after synthesis & 10,370 µm² \\
\quad Distinct cells, synth & 18 \\
\quad Seq/Total Area, Yosys & 0 \\
\quad Yosys stat area & a little over 10,000 µm² \\
\multicolumn{2}{l}{\textbf{Global routing}} \\
\quad Antenna violations before repair & 4 \\
\quad Global-route wire length before repair & 105.2 mm \\
\quad Aggregate global-route resource usage & 0.3775 \\
\quad Vias in the first global route & 12,890 \\
\quad Total global routing overflow & 0 \\
\quad Largest net degree at the start of global routing & 6 \\
\multicolumn{2}{l}{\textbf{Final layout}} \\
\quad Share of layout cells above drive strength 1 & 0.4724 \\
\quad Final cell area excluding filler cells & 17,930 µm² \\
\quad Flop area & 0 µm² \\
\quad Util after Layout & 0.5524 \\
\quad Registers & 0 \\
\quad P\&R area growth vs syn & 72.86\% \\
\quad Number of standard cells in the final layout excluding fillers & 2,417 \\
\quad Count of clock-net buffers in the final layout & 0 \\
\multicolumn{2}{l}{\textbf{Route}} \\
\quad Routed vias/inst & 5.173 \\
\quad Number of nets with antenna violations after detailed routing & 0 \\
\quad Routed wire length per instance & 32.84 µm \\
\quad Diode insertion count for antenna repair & 0 \\
\quad Final wirelength & 79.38 mm \\
\quad Total number of vias & around 13,000 \\
\quad DRC Markers & 0 \\
\quad Violation count after the first detailed-routing iteration & 1,225 \\
\quad Detailed Routing Iterations Pass 1 & 5 \\
\multicolumn{2}{l}{\textbf{Critical path}} \\
\quad Cell with the largest stage delay on the worst path & clkdlybuf4s50\_1 \\
\quad Classification of the worst setup path & input port to output pin \\
\quad Worst path bufs/invs & 4 \\
\quad Startpoint kind of the worst setup timing path & input port \\
\quad Worst setup path endpoint & out[24] \\
\quad Worst Path Max Fanout & 3 \\
\quad Critical path depth & 10 \\
\quad Source of the critical timing path & addr[108] \\
\quad Data required time of the worst path & 3200 ps \\
\quad Slowest cell delay on critical path & 470 ps \\
\quad Setup crit end kind & output pin \\
\quad Cells traversed along the worst timing path & dlygate4sd2\_1, inv\_1, buf\_4, ha\_1, o22ai\_1, nor2\_1, nand4\_1, nor4\_4, and3\_4, clkdlybuf4s50\_1 \\
\quad Kind of cell adding the most delay to the critical path & simple AND/OR/NAND/NOR gates \\
\quad CP Data Arrival Time & 3210 ps \\
\multicolumn{2}{l}{\textbf{STA}} \\
\quad Number of pins with negative max-slew slack in the final report & 0 \\
\quad Smallest setup slack after layout & -13.42 ps \\
\quad Relative slew slack & 0.5864 \\
\quad Minimum hold slack & 2307 ps \\
\quad Number of failing hold endpoints at the final stage & 0 \\
\quad Top achievable clock speed & 0.2492 GHz \\
\quad Final setup violation count & 3 \\
\quad Min Tclk post-route & 4013 ps \\
\quad Fraction of the cycle the final worst path needs & 1.003 \\
\quad Transition time at the pin with the least slew margin & 620.4 ps \\
\multicolumn{2}{l}{\textbf{Job}} \\
\quad Log Warnings & 392 \\
\quad Max capacitance violation total & 0 \\
\multicolumn{2}{l}{\textbf{Placement}} \\
\quad Dpl cell area & 15,990 µm² \\
\quad Quantity of I/O buffers inserted on ports & approximately 170 \\
\quad Post-detailed-placement half-perimeter wirelength & 72.48 mm \\
\quad Inst Count DP & 2,409 \\
\quad Gp weighted congestion & approximately 1.2 \\
\multicolumn{2}{l}{\textbf{Hold path}} \\
\quad Cell count of the worst hold path & 7 \\
\quad HP Class & input port to output pin \\
\multicolumn{2}{l}{\textbf{CTS}} \\
\quad CTS Hold Bufs & 0 \\
\hline
\end{tabular}
## cell families (layout without fill, tap and decap cells)
kind of cell             count (synthesis)  in the layout  synth area share
AND-OR/OR-AND                          144            144           0.08879
adder cells (fa/ha/maj)                431            431            0.5200
buffers and inverters                  388            874            0.2287
other                                    2            228         0.0007241
AND/OR/NAND/NOR                        298            298            0.1618
## per-layer routing
metal  up-vias  wire length [µm]  GRT usage
li1       5416                 -          -
met1      6037             32720     0.4934
met2       860             33080     0.5576
met3       186              8345     0.1034
met4         4              5181     0.1948
met5         -                63          0
## synth_stat cells
master,number
nor3_2,3
o221ai_1,4
conb_1,2
nand2_1,11
nand4_1,105
nor3_1,5
or2_1,1
buf_4,244
o22ai_1,136
nor2_1,74
ha_1,431
nor4_2,2
inv_1,144
o22a_1,4
nand2_2,1
nor4_1,87
and3_1,2
or4_1,7
## worst min-delay path, stage by stage
cell	delay, ps
dlymetal6s2s_1	140
inv_2	80
ha_4	170
nor4_1	60
nand2_1	90
nor3_4	50
buf_2	110
## how the worst min path moves through the flow
stage | startpoint | to | slack (ps)
4_1_cts | addr[94] | out[23] | 2460
5_1_grt | addr[1] | out[23] | 2340
6_report | addr[1] | out[23] | 2310
## final cells by class
| cell class | instances | area [µm²] |
|---|---|---|
| multi-input cells | 1101 | 10800 |
| fillers | 2814 | 14530 |
| repair buffers | 730 | 6023 |
| well taps | 442 | 553.0 |
| inverters | 144 | 548.0 |
## through the flow
step,worst slack [ps],TNS [ps]
floorplan,1091,0
global placement,-752.4,-13640
detailed placement,-696.7,-12580
CTS,-201.6,-894.8
global route,-86.84,-198.6
finish,-13.42,-26.28
## power groups by stage
stage	combinational (mW)	clock [mW]	sequential (mW)
finish	1.84	0	0
global route	1.88	0	0
CTS	1.70	0	0
## layout by cell type, fill, tap and decap left out, drive strengths merged
cell type,n
buf,559
ha,431
conb,228
inv,144
o22ai,136
nand4,105
nor4,89
nor2,74
dlygate4sd2,66
dlymetal6s2s,34
clkbuf,33
clkdlybuf4s50,22
clkdlybuf4s15,16
nand2,12
nor3,8
or4,7
o22a,4
o221ai,4
and3,2
or2,1
## repair_timing
item / CTS / global route
gates cloned: 0 / 0
setup endpoints to repair: 28 / 28
resized: 440 / 259
pin swaps: 84 / 56
buffers inserted: 5 / 8
Power is estimated from default activity; no workload was simulated.
